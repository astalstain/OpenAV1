**/design/flow/config.mk**
```make
export PLATFORM = sky130hd
export DESIGN_NAME = OpenAV1_forward_DCT
export DESIGN_NICKNAME = OpenAV1_forward_DCT
export VERILOG_FILES = /design/flow/design.v
export SDC_FILE = /design/flow/constraint.sdc
export NUM_CORES = 4
export LEC_CHECK = 1
export CORE_UTILIZATION = 30
export SYNTH_HDL_FRONTEND = slang
```
**/design/flow/constraint.sdc**
```tcl
current_design OpenAV1_forward_DCT

set clk_period 13.8
set clk_io_pct 0.2

create_clock -name clk0 -period $clk_period

set non_clock_inputs [all_inputs -no_clocks]
set_input_delay [expr $clk_period * $clk_io_pct] -clock clk0 $non_clock_inputs
set_output_delay [expr $clk_period * $clk_io_pct] -clock clk0 [all_outputs]
```
**/design/flow/design.v**
```verilog
module OpenAV1_forward_DCT(A, B, C);
	input [127:0] A;
	input [127:0] B;
	output [127:0] C;
	reg [127:0] C;
	reg [7:0] A1 [0:3][0:3];
	reg [7:0] B1 [0:3][0:3];
	reg [7:0] C1 [0:3][0:3];
	int i, j, k;
	always @ (A or B)
		begin
		{A1[0][0], A1[0][1], A1[0][2], A1[0][3],
		 A1[1][0], A1[1][1], A1[1][2], A1[1][3],
		 A1[2][0], A1[2][1], A1[2][2], A1[2][3],
		 A1[3][0], A1[3][1], A1[3][2], A1[3][3]} = A;
		{B1[0][0], B1[0][1], B1[0][2], B1[0][3],
		 B1[1][0], B1[1][1], B1[1][2], B1[1][3],
		 B1[2][0], B1[2][1], B1[2][2], B1[2][3],
		 B1[3][0], B1[3][1], B1[3][2], B1[3][3]} = B;
		{C1[0][0], C1[0][1], C1[0][2], C1[0][3],
	    C1[1][0], C1[1][1], C1[1][2], C1[1][3],
		 C1[2][0], C1[2][1], C1[2][2], C1[2][3],
		 C1[3][0], C1[3][1], C1[3][2], C1[3][3]} = 128'd0;
		i = 0;
		j = 0;
		k = 0;
		for (i = 0; i < 4; i = i + 1)
			for(j = 0; j < 4; j = j + 1)
				for(k = 0; k < 4; k = k + 1)
					C1[i][j] = C1[i][j] + (A1[i][k] * B1[k][j]);
		C = {C1[0][0], C1[0][1], C1[0][2], C1[0][3],
			  C1[1][0], C1[1][1], C1[1][2], C1[1][3],
			  C1[2][0], C1[2][1], C1[2][2], C1[2][3],
			  C1[3][0], C1[3][1], C1[3][2], C1[3][3]};
		end
endmodule 
```
**/design/flow/run.sh**
```bash
#!/bin/bash
# OpenROAD 26Q1-2900-gdf79404cd8, Yosys 0.63+post, stock flow scripts
make -C /OpenROAD-flow-scripts/flow DESIGN_CONFIG=/design/flow/config.mk WORK_HOME=/design/flow/orfs finish
```
==> impl_metrics.ini <==
; implementation run metrics
[floorplanning]
io_pins = 384
die_x_um = 466
initCoreUtil_pct = 30.3
coreArea_um2 = 213000
fp.dieH_um = 466
rows = 169
die-area_um2 = 217000

[critical_path]
startpoint = B[10]
start_kind = input port
worstSetupPathType = in2out
path_max_fanout = 13
cp-end-kind = output pin
required_ns = 11.04
arrival_ns = 10.50

[detailed_routing]
drc = 0
drtPass1Iterations = 6
wl_per_cell_um = 24.7
drt-initial-drc-count = 2499
via_per_inst = 4.63
vias = 49700
wl_um = 265000
ant_nets = 0

[layout]
seq_area_um2 = 0
instances_no_fill = 10700
fillers = 21700
area_growth_pct = 13.4
clkbuf_count = 0
design.seq.count = 0
lay_top_cells = inv_1 (1620), and2_1 (1164), fa_1 (1152), nand2_1 (1139), ha_1 (1008)
lay_top_count = inv_1
fin_area_um2 = 73100
drive_above_1_share_pct = 4.72

[global_routing]
grt_max_degree = 33
grt_use_total_pct = 26.0
grt_pass1_vias = 53800
grt_remaining_overflow = 0
antenna_found_initial = 46
grt_pass1_wl_um = 384000

[sta]
setup_viol = 0
tns_ns = 0
slew_headroom_pct = 28.9
rsz0062_at_grt = no
worst_slack_ns = 0.537
worst_slew_pin_slew_ns = 1.06
timing_hold_violations_final = 0
finalMaxSlewViolations = 0
hold_slack_ns = 6.69
fmax_mhz = 75.4
final.min_clock_period_ns = 13.26
finalClockPeriodUsage_pct = 96.1

[logic_synthesis]
synthCells = 7536
synth.avg_cell_area_um2 = 8.56
ys_chip_area_um2 = 64500
yosys.stat.seqShare_pct = 0
top_cell_area_share_pct = 35.8
top_cells_by_area = fa_1 (36%), ha_1 (20%), and2_1 (11%)
yosys.cell_types.count = 16
synth_area_um2 = 64500
ys_cells = 7536
yosys.area.top_type = fa_1
yosysWarningCount = 0

[placement]
placedInstanceArea_um2 = 73000
numPlacedInstances = 10700
dpl.hpwl_um = 219000
portBuffers = 384
place_worst_setup_slack_ns = 0.609
gp_congestion = 1.01

[hold_path]
hold_class = in2out
min_from = A[88]
min_path_cells = 4

[run]
log.warning_count = 32
drv_cap = 0

[status]
status = complete, no violations

[power_and_ir_drop]
power_density_nw_per_um2 = 310
ir_drop_mv = 0.456
static-leakage-power_nw = 36.0

[cts]
post_cts_buffers = 0
holdBufCountCts = 0
post_cts_resized = 0
==> synthesized netlist by cell type <==
master,instances
xnor3_1,32
clkbuf_2,14
inv_1,1620
nand2_1,1139
a21o_1,32
ha_1,1008
fa_1,1152
xnor2_2,1
xor2_1,145
xnor2_1,814
clkbuf_1,304
buf_4,9
and2_1,1164
buf_2,69
a21oi_1,32
nand2_2,1
==> critical path: stages <==
cell	delay, ns
clkdlybuf4s50_1	1.00
buf_4	0.40
and2_1	0.19
fa_1	0.44
fa_1	0.55
inv_1	0.06
fa_1	0.53
inv_1	0.06
fa_1	0.48
fa_1	0.58
fa_1	0.45
fa_1	0.47
fa_1	0.40
xnor2_1	0.16
xnor2_1	0.31
xnor2_1	0.18
xnor2_1	0.14
xnor3_1	0.42
xnor3_1	0.37
clkdlybuf4s50_1	0.55
==> through the flow <==
step | total power, mW | util [%]
floorplan | 12.2 | -
global placement | 23.1 | 34.3
detailed placement | 23.0 | 34.3
CTS | 23.3 | 34.3
global route | 25.2 | 34.3
finish | 22.7 | 34.3
==> kinds of logic after synthesis <==
group	count (synthesis)	synth area share, %
AND/OR/NAND/NOR	2304	17.9
adder cells (fa/ha/maj)	2160	55.3
buffers and inverters	2016	11.9
XOR/XNOR	992	14.2
AND-OR/OR-AND	64	0.621
==> worst paths after layout <==
kind | endpoint | slack (ns)
worst min-delay path | C[80] | 6.69
worst max-delay path | C[47] | 0.54
==> layer usage <==
layer	wire [um]	vias up	share of wire (%)	global-route usage [%]
met3	26200	575	9.9	9.21
met2	120000	2148	45	39.6
met1	99600	24400	38	32.2
li1	-	22500	-	-
met5	160	-	0.060	0.198
met4	19300	20	7.3	14.8
==> power breakdown <==
part           switching [mW]  leakage (nW)  internal (mW)
registers                   0             0              0
clock network               0      0.000209    0.000000173
logic                    10.4          36.0           12.3
total                    10.4          36.0           12.3
==> final cells by class <==
| class | count | area [um2] | area share, % |
|---|---|---|---|
| antenna | 33 | 82.6 | 0.113 |
| inverter | 1620 | 6080 | 8.32 |
| multi-input combinational | 5520 | 56800 | 77.7 |
| tap | 2821 | 3530 | 4.83 |
| timing repair buffer | 740 | 6620 | 9.06 |
Power and IR drop assume default switching activity.
